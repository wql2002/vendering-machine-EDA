### design/flow/config.mk
export PLATFORM = sky130hd
export DESIGN_NAME = sell_machine_2
export DESIGN_NICKNAME = sell_machine_2
export VERILOG_FILES = /design/flow/design.v
export SDC_FILE = /design/flow/constraint.sdc
export NUM_CORES = 4
export LEC_CHECK = 1
export CORE_UTILIZATION = 30
### design/flow/constraint.sdc
current_design sell_machine_2

set clk_period 12.8
set clk_io_pct 0.2

create_clock -name clk0 -period $clk_period [get_ports {clk}]

set non_clock_inputs [all_inputs -no_clocks]
set_input_delay [expr $clk_period * $clk_io_pct] -clock clk0 $non_clock_inputs
set_output_delay [expr $clk_period * $clk_io_pct] -clock clk0 [all_outputs]
### design/flow/design.v
module debounce(
	input reset, clk, in,
	output reg steady);
parameter limit = 1500000;
reg [24:0] count;
reg old;
always@(posedge clk)begin
	if(reset)begin
		count <= 0;
		old <= in;
		steady <= in;
	end
	else if(in != old)begin
		old <= in;
		count <= 0;
	end
	else if(count == limit)begin
		steady <= old;
	end
	else begin
		count <= count + 1'd1;
	end
end
endmodule
module select_seg( 
	input clk,
	input [11:0]in,
	output reg [2:0]this_seg,
	output reg [6:0]seg);
	reg [18:0] times;
	reg [3:0] cur_data;
	reg [11:0] deci_data;
	reg [11:0] temp1, temp2;
	initial times = 0;
	initial this_seg = 3'b011;
	always@(posedge clk)begin
		deci_data[11:8] <= in / 7'd100 % 4'd10;
		temp1 <= in % 7'd100;
		deci_data[7:4] <= temp1 / 4'd10;
		temp2 <= temp1 % 4'd10;
		deci_data[3:0] <= temp2;
		case(times)
			19'd000000:begin this_seg <= 4'b011; cur_data <= deci_data[11:8]; end
			19'd100000:begin this_seg <= 4'b101; cur_data <= deci_data[7:4];end
			19'd200000:begin this_seg <= 4'b110; cur_data <= deci_data[3:0];end
		endcase
		times <= times + 1;
		if(times == 19'd300000) times <= 0;
		case(cur_data)
			4'b0000: seg <= 7'b1000000;     
         4'b0001: seg <= 7'b1111001;     
         4'b0010: seg <= 7'b0100100;     
         4'b0011: seg <= 7'b0110000;     
         4'b0100: seg <= 7'b0011001;     
         4'b0101: seg <= 7'b0010010;     
         4'b0110: seg <= 7'b0000010;     
         4'b0111: seg <= 7'b1111000;     
         4'b1000: seg <= 7'b0000000;     
         4'b1001: seg <= 7'b0010000;     
		endcase
	end
endmodule
module sell_machine_2( 
	input clk,
	input in_5j, in_1y, in_5y,
	input in_buy1, in_buy2,
	input reset, in_refund,
	output reg out_less, out_take, out_money,
	output [2:0] which_seg, output [6:0] seg);
reg [3:0] next_state, cur_state;
reg [11:0] old_money; 
wire [11:0] now_money; 
reg [5:0] count1, count2; 
reg [5:0] num_c1, num_c2, num_c3; 
reg [3:0] elapsed_time; 
reg [25:0] slow_clk; 
reg init; 
wire in_5j0, in_1y0, in_5y0;
debounce de1(reset, clk, in_5j, in_5j0);
debounce de2(reset, clk, in_1y, in_1y0);
debounce de3(reset, clk, in_5y, in_5y0);
parameter [3:0] IDLE = 0,
					 SHOP_1 = 1,
					 SHOP_2 = 2,
					 SELL = 3,
					 ERROR = 4,
					 CHECK = 5,
					 REFUND = 6;
parameter [5:0] price1 = 6'd15,
					 price2 = 6'd25,
					 coin1 = 6'd5,
					 coin2 = 6'd10,
					 coin3 = 6'd50;
initial begin
	init = 0;
	old_money = 0;
	count1 = 0; count2 = 0;
	num_c1 = 0; num_c2 = 0; num_c3 = 0;
	cur_state = IDLE;
	out_less = 0;
	out_money = 0;
	out_take = 0;
end
always@(posedge clk)begin
	if(reset || init)begin
		elapsed_time <= 4'h0;
		slow_clk <= 26'b0;
	end
	else begin
		if(slow_clk == 26'd40_000_000)begin
			elapsed_time <= elapsed_time + 4'h1;
			slow_clk <= 26'd0;
		end
		else begin
			slow_clk <= slow_clk + 26'd1;
		end
	end
end
always@(posedge reset or negedge in_5j0 or posedge in_refund)begin
	if(reset)begin
		num_c1 <= 0;
	end
	else if(in_refund)begin
		num_c1 <= 0;
	end
	else begin
		num_c1 <= num_c1 + 1;
	end
end
always@(posedge reset or negedge in_1y0 or posedge in_refund)begin
	if(reset)begin
		num_c2 <= 0;
	end
	else if(in_refund)begin
		num_c2 <= 0;
	end
	else begin
		num_c2 <= num_c2 + 1;
	end
end
always@(posedge reset or negedge in_5y0 or posedge in_refund)begin
	if(reset)begin
		num_c3 <= 0;
	end
	else if(in_refund)begin
		num_c3 <= 0;
	end
	else begin
		num_c3 <= num_c3 + 1;
	end
end
always@(*)
begin
	init = 1'b1;
	if(reset)begin
		next_state = IDLE;
	end
	else begin
	case(cur_state)
		IDLE:
			begin
				next_state = IDLE;
				if(in_buy1)begin
					if(now_money < 15)begin
						next_state = ERROR;
					end
					else begin
						next_state = SHOP_1;
					end
				end
				else if(in_buy2)begin
					if(now_money < 25)begin
						next_state = ERROR;
					end
					else begin
						next_state = SHOP_2;
					end
				end
				else if(in_refund)begin
					next_state = REFUND;
				end
			end
		SHOP_1:
			begin
				next_state = CHECK;
			end
		SHOP_2:
			begin
				next_state = CHECK;
			end
		CHECK:
			begin
				if(elapsed_time>4'h2)begin
					next_state=IDLE;
				end
				else begin
					init = 0;
					next_state = CHECK;
				end
			end
		ERROR:
			begin
				if(elapsed_time>4'h2)begin
					next_state=IDLE;
				end
				else begin
					init = 0;
					next_state = ERROR;
				end
			end
		REFUND:
			begin
				if(elapsed_time>4'h2)begin
					next_state=IDLE;
				end
				else begin
					init = 0;
					next_state = REFUND;
				end
			end
	endcase
	end
end
always@(posedge clk)begin
	if(reset)begin
		cur_state <= IDLE;
	end
	else begin
		cur_state <= next_state;
	end
end
always@(posedge clk)begin
	if(reset)begin
		count1 <= 0;
		count2 <= 0;
		out_less <= 0;
		out_money <= 0;
		out_take <= 0;
	end
	else begin
		case(next_state)
			IDLE:begin
				out_less <= 0;
				out_money <= 0;
				out_take <= 0;
			end
			SHOP_1:begin
				count1 <= count1 + 1;
			end
			SHOP_2:begin
				count2 <= count2 + 1;
			end
			CHECK:begin
				out_take <= 1;
			end
			ERROR:begin
				out_less <= 1;
			end
			REFUND:begin
				out_money <= 1;
				count1 <= 0;
				count2 <= 0;
			end
		endcase
	end
end
assign now_money = num_c1*coin1 + num_c2*coin2 + num_c3*coin3 - count1*price1 - count2*price2;
select_seg s1(clk, now_money, which_seg, seg);
endmodule
### design/flow/run.sh
#!/bin/bash
# OpenROAD 26Q1-2900-gdf79404cd8, Yosys 0.63+post, stock flow scripts
make -C /OpenROAD-flow-scripts/flow DESIGN_CONFIG=/design/flow/config.mk WORK_HOME=/design/flow/orfs finish
==> flow_summary.json <==
{
  "post_cts_buffers": 0,
  "top_area_cell": "dfxtp_1",
  "core_sq_mm": 0.04567,
  "cpPeakStageDelay_ns": 0.70,
  "crit_family": "adder cells",
  "cts_buffer_depth": 2,
  "synthArstFlopShare_pct": 8.531,
  "synth.top_cell.area_share_pct": 24.31,
  "place_area_sq_mm": 0.01483,
  "synthTopCellsByCount": "170 x dfxtp_1, 162 x nor2_1, 154 x inv_1",
  "leakage_nw": 6.013,
  "htreeDepth": 4,
  "detail-route-antenna-nets": 0,
  "final_layout_size_suffix_gt1_share_pct": 6.520,
  "ctsHoldBuffers": 0,
  "clk_pin_slew_worst_paths_ns": 0.07,
  "avgSynthCellArea_sq_um": 8.913,
  "numSynthFlops": 211,
  "flop_cell": "dfxtp_1",
  "syn-cell-area_sq_mm": 0.01400,
  "critPathMaxFanout": 11,
  "power_density_mw_per_mm2": 124.0,
  "critical_path_buf_inv_count": 4,
  "num_rows": 78,
  "unclocked_regs": 21,
  "holdWs_ns": 0.3295,
  "slowest_stage": "xor2_1",
  "antenna_found_initial": 0,
  "insertion_delay_ns": 0.45,
  "remaining_drc_errors": 0,
  "edf_count": 20,
  "fp.dieH_um": 218.0,
  "grt-ovfl-total": 0,
  "drv_cap": 0,
  "ys_chip_area_sq_mm": 0.01400,
  "n_antenna_cell": 0,
  "numCtsBuffers": 17,
  "cp.required_ns": 13.17,
  "drt_iter0_drc": 611,
  "routed_wl_um": 26090,
  "place.gp.congestion": 0.8985,
  "core_util_floorplan_pct": 30.66,
  "worstSetupStartpointType": "flop",
  "io_pins": 21,
  "ir_drop_mv": 0.08557,
  "grt_pass1_vias": 9758,
  "drtPass1Iterations": 5,
  "hold_path_class": "flop to flop",
  "finalSetupViolCount": 0,
  "ys_cells": 1571,
  "grt_start_max_net_pins": 28,
  "cts-root-buf": "clkbuf_16",
  "die_w_um": 218.0,
  "portBuffers": 20,
  "grtUsageTotal_pct": 11.61,
  "drv_slew": 0,
  "num_vias": 10450,
  "warning_count": 48,
  "rsz0062_at_grt": "false",
  "path_class": "flop to flop",
  "viasPerCell": 4.761,
  "dieArea_sq_mm": 0.04754,
  "cts_tree": "built",
  "synthTopCellsByArea": "dfxtp_1 24%, ha_1 9.0%, fa_1 7.9%, xor2_1 5.4%, xnor2_1 4.5%",
  "synth_warnings": 3,
  "synthDistinctLibCells": 110,
  "fin_crit_ns": 9.501,
  "clock.fmax_mhz": 105.2,
  "cp-end-kind": "flop",
  "slew-limit-headroom_pct": 39.30,
  "untimed_endpoints": 21,
  "synthCells": 1571,
  "grt_first_pass_wirelength_um": 45530,
  "fin_crit_sh_pct": 74.23,
  "syn_to_final_growth_pct": 10.05,
  "clock_skew_ns": 0.01162,
  "wl_per_cell_um": 11.88,
  "finish.instance_area_sq_mm": 0.01541,
  "hpwl_um": 19720,
  "worstMarginPinSlew_ns": 0.8990,
  "most_common_cell": "dfxtp_1",
  "status": "finished clean",
  "ctsResizeCount": 0,
  "hold_viol_final": 0,
  "tns_ns": 0,
  "crit_top_cell": "fa_1",
  "critPathArrivalTime_ns": 9.87
}
==> cell usage in the layout (no fill, tap or decap), types with 8 or more instances in the layout <==
cell / count
a211oi_1: 12
a21o_1: 12
a21oi_1: 69
and3_1: 24
buf_4: 16
clkbuf_16: 17
clkdlybuf4s50_1: 20
dfrtn_1: 18
dfxtp_1: 170
edfxtp_1: 20
fa_1: 55
ha_1: 101
inv_1: 154
mux2i_1: 12
nand2_1: 115
nand2b_1: 12
nand3_1: 73
nand4_1: 30
nor2_1: 162
nor2b_1: 20
nor3_1: 21
nor4_1: 21
nor4b_1: 9
o211ai_1: 12
o21a_1: 8
o21ai_0: 57
o22ai_1: 8
or3_1: 18
xnor2_1: 72
xor2_1: 87
==> state kept, by name, indices dropped and copies added, names as in the netlist, 4 cells and up <==
signal        count
s1.temp2          4
s1.cur_data       4
slow_clk         26
num_c2            6
count1            6
count2            6
elapsed_time      4
s1.seg            7
num_c3            6
de3.count        25
s1.temp1         12
s1.times         19
de1.count        25
s1.deci_data     12
de2.count        25
num_c1            6
==> worst reg2reg max path, delay by kind of cell, from the launching register on <==
family	cells	cell delay (ns)
xor gates and xnor gates	2	0.88
and+or+nand+nor	4	0.71
adders and majority gates	8	3.74
muxes	1	0.30
DFF	1	0.40
buffers and inverters	4	0.40
AOI/OAI and AO/OA	11	2.99
==> final timing paths <==
check	from	endpoint	slack [ns]	depth (start not counted)
max	count1[3]	s1.deci_data[11]	3.30	30
min	s1.temp2[3]	s1.deci_data[3]	0.33	0
max reg2reg	count1[3]	s1.deci_data[11]	3.30	30
min reg2reg	s1.temp2[3]	s1.deci_data[3]	0.33	0
==> where the power goes <==
| group | switching (mW) | leakage, nW | internal, mW |
|---|---|---|---|
| Sequential | 0.0286 | 1.81 | 0.651 |
| Clock | 0.262 | 0.283 | 0.260 |
| Combinational | 0.405 | 3.92 | 0.305 |
==> area by class of cell <==
type,instances,area (sq um)
multi-input combinational,1161,8670
clock buffer,18,429.2
inverter,155,586.8
fill,4628,30260
tap,600,750.7
clock inverter,14,153.9
timing repair buffer,36,320.3
sequential,211,4499
==> cells by family (layout without fill, tap and decap cells) <==
family	Yosys count	in the layout	synth area share [%]
simple gates	552	552	19.64
compound gates	266	266	13.32
other cells	1	6	0.02678
fa+ha+maj	157	157	16.96
mux	17	17	1.260
xor+xnor	163	163	10.57
buf+inv	204	223	6.085
flops	208	208	31.81
latches	3	3	0.3217
==> routing by layer <==
metal  part of all wire (%)  up-vias  wire length [um]  global-route usage (%)
li1                       -     5423                 -                       -
met1                     50     4850             12910                   17.57
met2                     44      162             11600                   18.14
met3                    5.1       16              1335                   2.265
met4                   0.90        0               236                   1.026
met5                      0        -                 0                       0
==> through the flow <==
stage / utilization, % / instances / worst slack (ns) / power (mW)
after floorplan: - / 1576 / 4.274 / 1.294
after global placement: 32.46 / 2163 / 3.566 / 1.394
after detailed placement: 32.46 / 2163 / 3.388 / 1.402
after CTS: 33.74 / 2195 / 3.358 / 1.937
after global routing: 33.74 / 2195 / 2.702 / 2.049
final: 33.74 / 2195 / 3.299 / 1.911
Power is estimated from default activity; no workload was simulated.
