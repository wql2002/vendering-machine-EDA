File: flow/design.v
module rebounce( 
	input clk,
	input reset,
	input sig_in,
	output reg sig_out);
reg sig_in0;
reg [19:0]count;
wire change_sig;
parameter limit = 20'h927C0;
always@(posedge clk)begin
	if(reset) sig_in0 <= 0;
	else sig_in0 <= sig_in;
end
assign change_sig = (sig_in & !sig_in0) | (!sig_in % sig_in0);
always@(posedge clk)begin
	if(reset) count <= 0;
	else if(change_sig) count <= 0;
	else count <= count + 1;
end
always@(posedge clk)begin
	if(reset) sig_out <= 1;
	else if(count == limit-1) sig_out <= sig_in;
end	
endmodule
File: flow/run.sh
#!/bin/bash
# OpenROAD 26Q1-2900-gdf79404cd8, Yosys 0.63+post, stock flow scripts
make -C /OpenROAD-flow-scripts/flow DESIGN_CONFIG=/design/flow/config.mk WORK_HOME=/design/flow/orfs finish
File: flow/config.mk
export PLATFORM = sky130hd
export DESIGN_NAME = rebounce
export DESIGN_NICKNAME = rebounce
export VERILOG_FILES = /design/flow/design.v
export SDC_FILE = /design/flow/constraint.sdc
export NUM_CORES = 4
export LEC_CHECK = 1
export CORE_AREA = 10 10 101 101
export DIE_AREA = 0 0 111 111
File: flow/constraint.sdc
current_design rebounce

set clk_period 3.3
set clk_io_pct 0.2

create_clock -name clk0 -period $clk_period [get_ports {clk}]

set non_clock_inputs [all_inputs -no_clocks]
set_input_delay [expr $clk_period * $clk_io_pct] -clock clk0 $non_clock_inputs
set_output_delay [expr $clk_period * $clk_io_pct] -clock clk0 [all_outputs]
==> summary.txt <==
run results: # DRC=0, CTS tree=done, Max Cap Violations=0, unrepaired setup endpoints after global routing=no, postcts setup bufs=0, clock tree buffer depth=2, tool warning count=25, critical path class=reg2reg, antenna violations before repair=0, area leader, netlist=dfxtp_1, # setup viols final=0, PortBufs=3, total length of routed wires=1830 um, Layout area overhead=18.2%, Init Core Util=12.1%, DR pass1 iterations=3, Setup TNS=0 ns, post-cts sizing count=0, endpoint class of the critical path=flip-flop, grt total ovfl=0, FP Rows=33, Avg WL per Cell=8.26 um, CP Data Arrival Time=2.20 ns, core area=8130 um2, CTS root buffer=clkbuf_8, PD cells=379 nW/um2, Via Count=790, worst hold path endpoint=count[0], Tightest Pin Transition=0.385 ns, Tmin final=2.02 ns, gp weighted congestion=0.801, Worst Hold Class=reg2reg, hold path depth=1, reg2reg start=count[0], vias in the first global route=714, Synth Area per Inst=8.60 um2, Dominant cell area share=44.9%, FF-to-FF path depth=5, ratio of cells with drive above 1 in the final layout=8.62%, number of routed nets with antenna violations=0, hold_buf cts=0, top cells, area=dfxtp_1 (45%), or3_1 (7.0%), a21oi_1 (6.1%), Tcrit/Tclk final=61.1%, R2R Setup Slk=1.28 ns, Ys Warns=1, CTS Sinks=22, Syn Std Cell Area=981 um2, die area=12300 um2, vias per cell=3.57, crit path max fanout=9, Min-Delay Startpoint=count[0], CP required=3.49 ns, ys flops=22, Synth Seq Share=44.9%, post-synth cell types=27, Max VDD drop=0.000176 V, final design utilization=14.3%, Worst slew margin=74.3%, clk_skew=0.00274 ns, RR Endpoint=count[18], hpwl dp=1270 um, f_max=0.496 GHz, Pins Over Slew Limit=0, GRT Resource Usage Total=2.75%, die width=111 um, yosys stat cell total=114, # diodes=0, 1st-iter DRT viols=13, Leakage=0.000282 uW, clock slew at reported path FFs=0.08 ns, status=completed, total CTS buffers=3, # IOs=4, H-tree level count=1, yosys synthesis chip area=981 um2, largest net degree at the start of global routing=21, Worst setup SP type=flip-flop, Die H=111 um, first-pass GRT wire length=3110 um, Final Hold Fails=0, Mapped Cells=114, Late-Pin Clk Latency=0.26 ns
## Yosys cell counts (all sizes together)
| cell | count |
|---|---|
| dfxtp | 22 |
| xor2 | 2 |
| nor3 | 4 |
| nand3 | 6 |
| or2b | 1 |
| clkbuf | 3 |
| or4b | 2 |
| a21oi | 12 |
| xnor2 | 4 |
| and4 | 2 |
| a21boi | 1 |
| inv | 3 |
| nand4 | 4 |
| ha | 1 |
| or3 | 12 |
| or4 | 2 |
| nor2 | 8 |
| nand2 | 9 |
| nand4b | 1 |
| a311o | 1 |
| nor2b | 1 |
| o21ai | 12 |
| buf | 1 |
## sequential cells by signal (all words and copies together), names as in the netlist
| signal | cells |
|---|---|
| count | 20 |
| sig_in0 | 1 |
| sig_out | 1 |
## worst max path at each step
stage	from	endpoint	slack [ns]	depth (start not counted)
CTS	count[0]	count[18]	1.29	5
global route	count[0]	count[18]	1.13	5
finish	count[0]	count[18]	1.28	5
## metrics by stage
| stage | setup slack, ns | instance area (um2) | cells | total power, uW | hold WS [ns] |
|---|---|---|---|---|---|
| CTS | 1.29 | 1160 | 221 | 444 | 0.483 |
| floorplan | 1.45 | 981 | 114 | 278 | 0.441 |
| global route | 1.13 | 1160 | 221 | 451 | 0.506 |
| detailed placement | 1.30 | 1120 | 218 | 281 | 0.464 |
| finish | 1.28 | 1160 | 221 | 439 | 0.479 |
| global placement | 1.36 | 1120 | 218 | 281 | 0.457 |
## area by class of cell
| class | instances | area [um2] |
|---|---|---|
| Timing Repair Buffer | 3 | 30.0 |
| Fill cell | 922 | 6970 |
| Sequential cell | 22 | 440 |
| Clock buffer | 3 | 41.3 |
| Inverter | 3 | 11.3 |
| Multi-Input combinational cell | 85 | 505 |
| Tap cell | 105 | 131 |
## cell usage in the layout, fill, tap and decap left out, types with 2 or more instances in the layout
master / n
clkbuf_8: 3
nand3_1: 4
clkdlybuf4s50_1: 3
or4b_2: 2
nor2_1: 8
nand3_2: 2
o21ai_0: 12
nor3_1: 4
xor2_1: 2
inv_1: 3
xnor2_1: 4
nand4_1: 4
a21oi_1: 12
or4_1: 2
nand2_1: 9
dfxtp_1: 22
or3_1: 11
## layer usage
layer	vias to the layer above	routed length, um	GRT usage (%)
met5	-	0	0
met4	0	6	0.347
met2	3	768	4.17
met1	366	993	3.91
met3	2	57	0.712
li1	419	-	-
## power by group
part           switching (uW)  internal [uW]
clock                    82.9           81.4
sequential              0.807            266
combinational            4.59           3.34
total                    88.3            351
## worst max-delay path, stage by stage, from the launching register on
cell and delay [ns]:
dfxtp_1 0.40, ha_1 0.22, nand3_2 0.14, or4_1 0.68, or3_1 0.36, a21oi_1 0.15
## cell families (layout without fill, tap and decap cells)
family	after synthesis	in the layout	synth area share [%]
AOI/OAI and AO/OA	26	26	14.0
xor gates and xnor gates	6	6	5.36
adders and majority gates	1	1	1.28
buffers and inverters	7	9	3.57
and+or+nand+nor	52	52	30.9
DFF	22	22	44.9
Power is estimated from default activity; no workload was simulated.
